## flow/design.v

```verilog
module Alu(
	input      [31:0] a,
	input      [31:0] b,
	input      [2:0]  op,
	input             unsig,
	output reg [31:0] aluout,
	output reg        compout,
	output reg        overflow
	);
  always @( a || b || op || unsig ) begin
    compout = (unsig) ? ($unsigned(a) < $unsigned(b)) : ($signed(a) < $signed(b));
	overflow = 1'b0;
    case(op)
      3'b000:
        	aluout = (a & b);
      3'b001:
        	aluout = (a | b);
      3'b100:
        	aluout = ~(a | b);
      3'b101:
        	aluout = (a ^ b);        	
      3'b010:
      begin
        aluout   = (unsig) ? ($unsigned(a) + $unsigned(b)) : ($signed(a) + $signed(b));
        overflow = (unsig) ? 1'b0: 
                    ((($signed(a) >= 0) && ($signed(b) >= 0)) ? ($signed(aluout) <  0) : 
                    ((($signed(a) <  0) && ($signed(b) <  0)) ? ($signed(aluout) >= 0) : (1'b0)));
      end
      3'b110:
      begin
        aluout   = (unsig) ? ($unsigned(a) - $unsigned(b)) : ($signed(a) - $signed(b));
        overflow = (unsig) ?  1'b0 : 
                    ((($signed(a) >= 0) && ($signed(b) < 0)) ? ($signed(aluout) <  0) : 
                    ((($signed(a) <  0) && ($signed(b) >=  0)) ? ($signed(aluout) >= 0) : (1'b0)));
      end
    endcase
  end
endmodule
```

## flow/run.sh

```bash
#!/bin/bash
# OpenROAD 26Q1-2900-gdf79404cd8, Yosys 0.63+post, stock flow scripts
make -C /OpenROAD-flow-scripts/flow DESIGN_CONFIG=/design/flow/config.mk WORK_HOME=/design/flow/orfs finish
```

## flow/config.mk

```make
export PLATFORM = sky130hd
export DESIGN_NAME = Alu
export DESIGN_NICKNAME = Alu
export VERILOG_FILES = /design/flow/design.v
export SDC_FILE = /design/flow/constraint.sdc
export NUM_CORES = 4
export LEC_CHECK = 1
export CORE_UTILIZATION = 50
```

## flow/constraint.sdc

```tcl
current_design Alu

set clk_period 17.5
set clk_io_pct 0.2

create_clock -name clk0 -period $clk_period

set non_clock_inputs [all_inputs -no_clocks]
set_input_delay [expr $clk_period * $clk_io_pct] -clock clk0 $non_clock_inputs
set_output_delay [expr $clk_period * $clk_io_pct] -clock clk0 [all_outputs]
```

==> metrics.cfg <==
[status]
status=finished, final reports clean

[global_route]
grtUsageMet3_pct=3.27
grt_util_met1_pct=47.9
grt_usage_pct=32.1
grt_pass1_wl_mm=32.3
grt_max_degree=77
grt.busiest_layer=met2
antenna_found_initial=0
grt_overflow=0
grt_pass1_vias=6197
grt_util_met2_pct=50.6

[drt]
vias=7013
wirelength_mm=19.8
drc_errors=0
diodes=0
detail_route.iter0.violations=716
vias_per_cell=6.36
drtPass1Iterations=18
drtAntennaViolNets=0
routedWlPerCell_um=18.0

[power]
p_int_uw=95.5
power_density_nw_per_um2=31.0
comb_power_share_pct=96.1
p_seq_share_pct=3.9
power_switching_share_pct=56.5
power_switching_uw=124
p_clk_share_pct=0
leakage_nw=3.17
vdd_drop_max_mv=0.0162

[clock_tree]
postCtsHoldBufs=0
postCtsSetupBuffers=0
post_cts_resized=0

[flow_run]
drv_cap=0
warnings=97

[die]
die_y_um=112
core_sq_um=11600
fp-row-count=39
fp_util_pct=52.0
dieArea_sq_um=12500
die_w_um=112
io_pins=102

[placed_design]
portBuffers=102
gp_congestion=0.988
place_hpwl_mm=15.1
dp.cells=1103

[logic_synthesis]
ys_sh_xor_pct=2.03
ys_sh_simple_pct=18.2
synthFlopType=dlxtn_1
ys_ff=32
synthMuxAreaShare_pct=2.86
synth_cell_types=78
async_flop_share_pct=0
edf_count=0
top_cell_area_share_pct=19.9
post-synth-top-area-cell=ha_1
synthCells=906
ys_area_sq_um=6040
syn_avg_cell_area_sq_um=6.67
synthAdderAreaFrac_pct=20.5
yosys_cells=906
top_logic_kind=AND-OR/OR-AND gates
synthesis.area_sq_um=6040
aoi_share_pct=38.6
ys_warn_count=1
area_leaders=ha_1, a21oi_1, dlxtn_1

[worst_setup_path]
critPathKind=in2out
start_kind=input port
cp.arrival_ns=7.35
cp-end-kind=output port
required_ns=14.00
critPathMaxFanout=11

[final_timing]
setup_violations=0
worst_pin_slew_ns=0.847
rsz0062_at_grt=no
unclocked_regs=32
slew_viol_final=0
hold_viol=0
fin_tns_setup_ns=0
untimed_endpoints=64
period_minus_slack_ns=10.85
fmax_mhz=92.2
period_used_pct=62.0
relSlewSlack_pct=43.5

[final_layout]
largest_reg_flops=32
fin_cells=1103
syn2layout_area_growth_pct=17.0
final_layout_size_suffix_gt1_share_pct=3.02
fillCellCount=1053
final_cell_mix=a21oi_1, clkdlybuf4s50_1, ha_1
final_common_cell=a21oi_1

[hold_path]
hp-class=in2out

[cell usage after synthesis, types with 6 or more instances]
cell / n
a21oi_1: 120
ha_1: 96
inv_1: 93
nor2_1: 86
nand2_1: 54
o21ai_0: 40
clkbuf_1: 38
dlxtn_1: 32
o22ai_1: 24
nor3_1: 21
o21bai_1: 16
mux2i_1: 15
nor2b_1: 15
nand3_1: 14
a211oi_1: 13
o31ai_1: 13
xnor2_1: 13
o21a_1: 11
o21ai_1: 11
a31oi_1: 10
a221o_1: 9
buf_1: 9
nor4_1: 9
a21o_1: 8
a221oi_1: 8
buf_2: 8
inv_2: 7
o211ai_1: 7
or3_1: 7
nand2b_1: 6
o22a_1: 6
[path summary, 6_finish.rpt]
path | from | cells past startpoint | slack [ns] | end
setup / recovery | a[16] | 14 | 6.65 | overflow
hold / removal | unsig | 3 | 8.06 | compout
[logic make-up (layout without fill, tap and decap cells)]
family	count (synthesis)	count (layout)
latches	32	32
fa+ha+maj	98	98
mux	17	17
buf+inv	156	210
simple gates	235	235
xor+xnor	14	14
compound gates	354	354
[through the flow]
| step | total power, mW | area (sq um) | hold slack, ns | util (%) | setup slack, ns |
|---|---|---|---|---|---|
| CTS | 0.216 | 7070 | 8.05 | 60.9 | 6.69 |
| global placement | 0.213 | 7070 | 8.05 | 60.9 | 6.76 |
| finish | 0.219 | 7070 | 8.06 | 60.9 | 6.65 |
| floorplan | 0.149 | 6040 | 7.03 | - | 7.92 |
| detailed placement | 0.214 | 7070 | 8.05 | 60.9 | 6.69 |
| global route | 0.240 | 7070 | 8.09 | 60.9 | 6.42 |
[area by class of cell]
class                      instances  area (sq um)  area share, %
inverter                         101           379           5.36
multi-input combinational        718          4970           70.3
sequential                        32           480           6.80
tap                              143           179           2.53
timing repair buffer             109          1060           15.0
[power groups by stage]
stage | Combinational, mW | Clock, mW | Sequential, mW
4_1_cts | 0.207 | 0 | 0.00850
5_1_grt | 0.231 | 0 | 0.00875
6_report | 0.211 | 0 | 0.00846
[routing by layer]
layer | vias to the layer above | wire, um
met2 | 388 | 8740
met4 | 0 | 401
li1 | 3386 | -
met3 | 30 | 1910
met1 | 3209 | 8780
met5 | - | 0
[critical path, stage by stage]
cell and delay, ns:
clkdlybuf4s50_1 0.50, inv_1 0.06, ha_1 0.50, inv_1 0.15, a21oi_1 0.35, o2111ai_1 0.15, a221o_1 0.32, o21a_1 0.21
a221o_1 0.39, a41oi_1 0.28, xnor2_1 0.20, mux2i_1 0.22, o31ai_1 0.09, clkdlybuf4s50_1 0.43
Power and IR drop assume default switching activity.
