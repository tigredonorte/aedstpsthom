==> flow/design.v <==
module Fetch (
	input             clock ,
	input             reset ,
	input             ex_if_stall ,
	input             fw_if_id_stall ,
	output reg [31:0] if_id_proximopc ,
	output reg [31:0] if_id_instrucao ,
	input             id_if_selfontepc ,
	input      [31:0] id_if_rega ,
	input      [31:0] id_if_pcimd2ext ,
	input      [31:0] id_if_pcindex ,
	input       [1:0] id_if_seltipopc ,
	output            if_gdm_en ,
	output     [31:0] if_gdm_addr ,
	input      [31:0] gdm_if_data
	);
	reg        [31:0] pc ;
	reg				  if_gdm_en_reg;
	assign if_gdm_en = if_gdm_en_reg;
	assign if_gdm_addr = pc;	 
	always@(negedge clock or posedge reset)
	begin
        if (reset)
        begin
            if_gdm_en_reg = 1'b0;
       		pc[31:0] =  32'b0;
    		if_id_proximopc[31:0]  = 32'b0;
    		if_id_instrucao[31:0]  = 32'b0;
    	end
        else
        begin
			if_gdm_en_reg=1'b1;
			if( ex_if_stall == 1'b1)
			begin
				if_id_proximopc = pc;
				if_id_instrucao = 32'b0;
			end	
			else if(fw_if_id_stall == 1'b0)
			begin
				if_id_instrucao = gdm_if_data;  
				if( id_if_selfontepc == 1'b0 )
					pc = pc + 4;
				else
				begin
					 case(id_if_seltipopc)
							2'b00: pc = id_if_pcimd2ext;
							2'b01: pc = id_if_rega;
							2'b10: pc = id_if_pcindex;
							2'b11: pc = 32'd64;
					 endcase
				end
				if_id_proximopc = pc;
			end	
		end	
	end 
endmodule
==> flow/run.sh <==
#!/bin/bash
# OpenROAD 26Q1-2900-gdf79404cd8, Yosys 0.63+post, stock flow scripts
make -C /OpenROAD-flow-scripts/flow DESIGN_CONFIG=/design/flow/config.mk WORK_HOME=/design/flow/orfs finish
==> flow/config.mk <==
export PLATFORM = sky130hd
export DESIGN_NAME = Fetch
export DESIGN_NICKNAME = Fetch
export VERILOG_FILES = /design/flow/design.v
export SDC_FILE = /design/flow/constraint.sdc
export NUM_CORES = 4
export LEC_CHECK = 1
export CORE_UTILIZATION = 40
==> flow/constraint.sdc <==
current_design Fetch

set clk_period 5.7
set clk_io_pct 0.2

create_clock -name clk0 -period $clk_period [get_ports {clock}]

set non_clock_inputs [all_inputs -no_clocks]
set_input_delay [expr $clk_period * $clk_io_pct] -clock clk0 $non_clock_inputs
set_output_delay [expr $clk_period * $clk_io_pct] -clock clk0 [all_outputs]
==> impl_metrics.csv <==
group,metric,value,unit
status,status,"finished, final reports clean",
floorplan,die_w,118.1,µm
final_layout,syn_to_final_growth,53.22,%
floorplan,fp_util,0.4088,
placement,dp_hpwl,12890,µm
power,p_per_area,248.0,nW/µm²
critical_path,cp_max_fo,5,
routing,num_antenna_cells,0,
timing,finalMaxSlewViolations,0,
critical_path,cp_top_family,"buffers and inverters",
synth,syn_inst,568,
timing,finalSetupViolCount,0,
routing,routed_wirelength,17560,µm
grt,grt_overflow_total,0,
clocking,path_clk_slew,0.05,ns
routing,via_count,5275,
synth,edf_count,0,
clocking,clock-root-buffer,"clkbuf_16",
synth,ys.flop_type,"dfrtn_1",
job,openroad.warnings,26,
timing,finalHoldViolations,0,
routing,drt_iter0_drc,341,
routing,first_pass_iters,5,
synth,yosys_cells,568,
grt,grt_max_degree,50,
final_layout,drive_gt1_frac,0.06835,
clocking,cts.sinks,97,
critical_path,crit_arrival,4.35,ns
worst_hold_path,holdCritPathClass,"reg2reg",
clocking,cts_tree,"built",
clocking,insertion_delay,0.35,ns
placement,gp_congestion,0.8448,
timing,relSlewSlack,0.4457,
synth,area_leaders,"dfrtn_1, mux2i_1, o21ai_0, nand2_1, nor2_1",
routing,post-route-drc-count,0,
floorplan,boundaryPins,232,
job,drv_cap,0,
critical_path,critPathKind,"reg2out",
routing,drtAntennaViolNets,0,
power,p_leak,3.546,nW
floorplan,core_area,13190,µm²
critical_path,worst_setup_path_start_kind,"flop",
final_layout,fin_cells,966,
synth,yosys_area,5393,µm²
clocking,cts_buffer_depth,2,
synth,top_cell_area_share,0.4501,
routing,vias_per_cell,5.461,
synth,seq_area_frac_synth,0.4501,
synth,async_flop_share,1.000,
critical_path,required,4.56,ns
placement,portBuffers,231,
clocking,holdBufCountCts,0,
routing,wire_per_inst,18.18,µm
grt,grt_usage,0.2640,
critical_path,cp_num_buf_inv,1,
synth,synth_cell_types,49,
critical_path,slowest_stage,"clkdlybuf4s50_1",
synth,post_synth.cell_area_avg,9.494,µm²
floorplan,rows,42,
critical_path,critPathCaptureType,"output port",
clocking,post_cts_resized,0,
synth,yosysWarnings,1,
clocking,cts_buffers,9,
power,power,2.049,mW
synth,ys_ff,97,
placement,dp_cells,950,
grt,grt_first_pass_wirelength,27980,µm
timing,worstMarginPinSlew,0.8238,ns
power,vdd_drop_max,184.4,µV
timing,grt_setup_unrepaired,"false",
critical_path,cp_slowest_stage_delay,0.59,ns
clocking,postCtsSetupRepairBufs,0,
floorplan,dieArea,13950,µm²
critical_path,path_cells,"clkdlybuf4s50_1",
final_layout,utilization,0.6264,
grt,grt_pass1_vias,5199,
timing,clock_skew,0.007751,ns
synth,syn-cell-area,5393,µm²
floorplan,die_y,118.1,µm
grt,antenna_found_initial,0,
clocking,h-tree-depth,3,
synth,top_area_cell,"dfrtn_1",
==> placed cells by master (no fill, tap or decap), drive strengths merged, types with 5 or more instances in the layout <==
cell type,instances
buf,25
a21o,10
inv,17
o22a,5
mux2i,66
a21oi,21
nand4,6
clkdlybuf4s50,227
nand2,56
xor2,7
nor3,7
xnor2,10
nor4,11
clkbuf,11
a211oi,8
a22oi,11
nand3,12
o221ai,6
o211ai,17
o21ai,45
nor2,47
mux2,6
a221o,10
dfrtn,97
==> through the flow <==
stage | instance area (µm²) | setup WS (ns) | TNS [ns] | hold slack, ns
2_1_floorplan | 5396 | 0.1484 | 0 | 0.4027
3_3_place_gp | 7965 | -0.07481 | -1.301 | 0.4541
3_5_place_dp | 7965 | -0.1279 | -2.192 | 0.4519
4_1_cts | 8263 | 0.1861 | 0 | 0.4569
5_1_grt | 8263 | 0.06772 | 0 | 0.4650
6_report | 8263 | 0.2067 | 0 | 0.4479
==> where the power goes <==
| group | switching (mW) | internal (mW) | total (mW) |
|---|---|---|---|
| combinational | 0.191 | 0.350 | 0.542 |
| clock | 0.264 | 0.351 | 0.614 |
| sequential | 0.105 | 0.788 | 0.893 |
| total | 0.560 | 1.49 | 2.05 |
==> layout make-up <==
class	count	area, µm²
multi-input combinational	407	2721
inverter	18	71.32
timing repair buffer	252	2525
sequential	97	2427
fill	1075	4927
clock buffer	11	242.7
tap	176	220.2
clock inverter	5	55.05
==> cells in the mapped netlist, types with 2 or more instances <==
master,count
a211oi_1,8
a21o_1,10
a21oi_1,21
a221o_1,10
a22oi_1,11
a311oi_1,2
a31oi_1,2
and3_1,3
and4_1,3
buf_1,5
buf_2,3
clkbuf_1,37
dfrtn_1,97
inv_1,18
mux2_2,6
mux2i_1,66
nand2_1,56
nand3_1,12
nand4_1,5
nor2_1,47
nor2b_1,4
nor3_1,7
nor4_1,10
o211ai_1,17
o21a_1,3
o21ai_0,45
o221ai_1,6
o22a_1,5
o311a_1,4
o311ai_0,2
o311ai_1,2
o31a_1,4
o41ai_1,2
or3_1,4
or4_1,2
xnor2_1,10
xor2_1,7
==> layer usage <==
metal | wire length (µm) | vias to the layer above | GRT usage
met5 | 0 | - | 0
met4 | 326 | 0 | 0.04087
met3 | 2033 | 19 | 0.09356
met2 | 7840 | 250 | 0.3926
met1 | 7360 | 2499 | 0.3913
li1 | - | 2507 | -
==> kinds of logic (layout without fill, tap and decap cells) <==
| logic type | count (synthesis) | after routing | share of synthesized area |
|---|---|---|---|
| AOI/OAI and AO/OA | 157 | 157 | 0.1995 |
| xor gates and xnor gates | 17 | 17 | 0.02761 |
| adders and majority gates | 1 | 1 | 0.002320 |
| buffers and inverters | 64 | 286 | 0.04663 |
| DFF | 97 | 97 | 0.4501 |
| muxes | 72 | 72 | 0.1350 |
| other | 1 | 1 | 0.0006954 |
| and+or+nand+nor | 159 | 159 | 0.1381 |
==> final timing paths <==
check	depth (start not counted)	start	end	slack, ns
hold reg to reg	2	if_id_proximopc[11]	if_id_proximopc[11]	0.45
setup reg to reg	5	pc[7]	if_id_proximopc[23]	2.70
setup / recovery	1	pc[16]	if_gdm_addr[16]	0.21
hold / removal	2	if_id_proximopc[11]	if_id_proximopc[11]	0.45
min in group asynchronous	2	reset	if_id_instrucao[10]	3.96
max in group asynchronous	3	reset	pc[10]	1.17
Power is estimated from default activity; no workload was simulated.
